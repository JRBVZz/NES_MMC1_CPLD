--- flow/design.v ---
module MMC1_V
(
	input wire m2,
	input wire cpu_rw,
	input wire romsel,
	input wire cpu_A14,
	input wire cpu_A13,
	input wire cpu_D7,
	input wire cpu_D0,
	input [12:10] ppu_addr_in,
	output reg prg_wram_cs,
	output reg prg_rom_oe,
	output reg [17:14] prg_addr_out,
	output reg [16:12] ppu_addr_out,
	output reg ppu_ciram_a10
);
	reg [4:0] control;	  
	reg [4:0] chr_bank_0;   
	reg [4:0] chr_bank_1;   
	reg [4:0] prg_bank;	 
	reg [3:0] shift;
	reg [1:0] bit_counter;
	reg bit_commit;
	reg reading;
	always @(*) begin
		if (control[3] == 1'b0) begin
			prg_addr_out = {prg_bank[3:1], cpu_A14};
		end else if (control[2] == 1'b0 && cpu_A14 == 1'b0) begin
			prg_addr_out = 4'b0000;
		end else if (control[2] == 1'b0 && cpu_A14 == 1'b1) begin
			prg_addr_out = prg_bank[3:0];
		end else if (control[2] == 1'b1 && cpu_A14 == 1'b0) begin
			prg_addr_out = prg_bank[3:0];
		end else begin
			prg_addr_out = 4'b1111;
		end
	end
	always @ (*) begin
		case (control[4])
			0: ppu_addr_out[16:12] = {chr_bank_0[4:1], ppu_addr_in[12]};  
			1: if (ppu_addr_in[12] == 0)  
				ppu_addr_out[16:12] = chr_bank_0;
			else
				ppu_addr_out[16:12] = chr_bank_1;
		endcase
	end
	always @(*) begin
		if (cpu_rw == 1'b1)
			prg_rom_oe = romsel;   
		else
			prg_rom_oe = 1'b1;
	end
	always @(*) begin
		if (prg_bank[4] == 1'b1)
			prg_wram_cs = 1'b1;   
		else if (m2 == 1'b1 && romsel == 1'b1 && cpu_A14 == 1'b1 && cpu_A13 == 1'b1)
			prg_wram_cs = 1'b0;   
		else
			prg_wram_cs = 1'b1;
	end
	always @ (*) begin
		case (control[1:0])
			2'b00: ppu_ciram_a10 <= 0;
			2'b01: ppu_ciram_a10 <= 1;
			2'b10: ppu_ciram_a10 <= ppu_addr_in[10];  
			2'b11: ppu_ciram_a10 <= ppu_addr_in[11];  
		endcase
	end
	always @(negedge m2) begin
		if (cpu_rw == 1'b1) begin
			reading <= 1'b1;
		end else begin
			if (reading == 1'b1 && romsel == 1'b0) begin
				reading <= 1'b0;
				if (cpu_D7 == 1'b1) begin
					bit_counter <= 2'b00;
					bit_commit <= 1'b0;
					control[3:2] <= 2'b11;
				end else if (bit_commit == 1'b1) begin
					bit_counter <= 2'b00;
					bit_commit <= 1'b0;
					case ({cpu_A14, cpu_A13})
						2'b00: control <= {cpu_D0, shift};
						2'b01: chr_bank_0 <= {cpu_D0, shift};
						2'b10: chr_bank_1 <= {cpu_D0, shift};
						2'b11: prg_bank <= {cpu_D0, shift};
					endcase
				end else begin
					case (bit_counter)
						2'b00: begin
							shift[0] <= cpu_D0;
							bit_counter <= 2'b01;
							end
						2'b01: begin
							shift[1] <= cpu_D0;
							bit_counter <= 2'b10;
							end
						2'b10: begin
							shift[2] <= cpu_D0;
							bit_counter <= 2'b11;
							end
						2'b11: begin
							shift[3] <= cpu_D0;
							bit_commit <= 1'b1;
							end
					endcase
				end
			end
		end
	end
endmodule
--- flow/run.sh ---
#!/bin/bash
# OpenROAD 26Q1-2900-gdf79404cd8, Yosys 0.63+post, stock flow scripts
make -C /OpenROAD-flow-scripts/flow DESIGN_CONFIG=/design/flow/config.mk WORK_HOME=/design/flow/orfs finish
--- flow/config.mk ---
export PLATFORM = sky130hd
export DESIGN_NAME = MMC1_V
export DESIGN_NICKNAME = MMC1_V
export VERILOG_FILES = /design/flow/design.v
export SDC_FILE = /design/flow/constraint.sdc
export NUM_CORES = 4
export LEC_CHECK = 1
export CORE_AREA = 10 10 98 98
export DIE_AREA = 0 0 108 108
--- flow/constraint.sdc ---
current_design MMC1_V

set clk_period 2.4
set clk_io_pct 0.2

create_clock -name clk0 -period $clk_period [get_ports {m2}]

set non_clock_inputs [all_inputs -no_clocks]
set_input_delay [expr $clk_period * $clk_io_pct] -clock clk0 $non_clock_inputs
set_output_delay [expr $clk_period * $clk_io_pct] -clock clk0 [all_outputs]
==> Slide: Implementation Results <==
Synthesis and Place & Route Summary

Job
  – Number of maximum-capacitance violations: 0
  – Log Warnings: 31

Floorplan
  – Die height: 108 um
  – Full die area: 11700 um^2
  – Area of the core region: 7650 um^2
  – Die width: 108 um
  – Initial Util: 0.163
  – IO Count: 22
  – Placement Rows: 32

Final timing
  – Final-layout setup total negative slack: -8710 ps
  – Clock Skews: 11.6 ps
  – Final tally of hold violations: 0
  – Transition time of the tightest slew-check pin: 296 ps
  – Number of max-slew violations in the final report: 0
  – Setup violations, final: 35
  – Max transition margin: 0.802
  – Worst hold slack: 455 ps
  – PnR worst setup slack: -791 ps
  – RSZ-0062 raised after global routing: true

Synth
  – Area fraction of the dominant cell type after synthesis: 0.602
  – Post-synthesis cell type with the largest combined area: sky130_fd_sc_hd__edfxtp_1
  – Count of different cell masters after synthesis: 28
  – Number of cells in the yosys synthesis report: 90
  – Average size of a mapped cell: 13.9 um^2
  – Cell with the most instances after synthesis: sky130_fd_sc_hd__edfxtp_1
  – Most common library cells after synthesis: 25 x sky130_fd_sc_hd__edfxtp_1, 10 x sky130_fd_sc_hd__inv_1, 6 x sky130_fd_sc_hd__a21oi_1
  – Top cells by area in the synthesized netlist: sky130_fd_sc_hd__edfxtp_1 60%, sky130_fd_sc_hd__dfxtp_1 8.0%, sky130_fd_sc_hd__mux2_2 3.6%
  – Gate count after technology mapping: 90
  – Flip-flops with a built-in enable: 25
  – Count of warnings emitted by yosys: 1
  – Main flop type after synthesis: sky130_fd_sc_hd__edfxtp_1
  – Post-synth area from yosys stat: 1250 um^2
  – Flops after synth: 30
  – Fraction of synthesis flops using an asynchronous set or reset pin: 0
  – Summed instance area of the synthesized netlist: 1250 um^2
  – Share of synthesized area occupied by flip-flops and latches: 0.682

Route
  – Number of remaining DRC errors: 0
  – Antenna fix cells: 0
  – Initial DRC count: 39
  – Via count: 976
  – Average vias per placed instance: 3.54
  – Final wirelength: 2840 um
  – Remaining number of nets flagged by the antenna check after routing: 0
  – Length of the first detailed-routing pass in iterations: 4
  – Routed wire length per instance: 10.3 um

Cells and area
  – Final core occ: 0.283
  – Share of layout cells above drive strength 1: 0.454
  – Area growth, synth to finish: 73.4%
  – Total of fill cells in the finished design: 745
  – Final standard cell area without fillers: 2160 um^2
  – Post-Layout Cell Count: 276

Global routing
  – Number of antenna violations at the first check in global routing: 0
  – Overall global routing resource usage: 0.0534
  – Pin count of the biggest net entering global routing: 12
  – Vias in the first global route: 1133
  – Wire length of the first global-routing pass: 4900 um
  – Global-route congestion overflow total: 0

Critical path
  – Worst-path maximum fanout: 4
  – Crit path capture type: output pin
  – Crit Path Category: register to output pin
  – Worst Setup Start Kind: register
  – Register-to-register path setup slack: 900 ps
  – Required time worst endpoint: 1920 ps
  – Data arrival, critical path: 2710 ps

CTS
  – Clock transition at the registers of the reported paths: 30 ps
  – Insertion delay to the later sink of the worst-skew pair: 470 ps
  – Clock tree from TritonCTS: built

Hold path
  – Path class of the lowest-slack min-delay path: register to register

Placement
  – Port Buffer Count: 21
  – Sum of net half-perimeters after detailed placement: 2020 um
  – Placed instance count: 228
  – Final GP Congestion: 0.753
  – Placed Area: 1760 um^2

Power
  – Leakage: 0.000977 uW
  – Highest ir drop seen on vdd: 0.423 mV
  – Ratio of total power to cell area: 659 nW/um^2

Outcome
  – Run status: complete, but fails checks
  – Violated checks: setup timing
-- stage by stage --
step | total power, uW | setup WS, ps
floorplan | 713 | -468
global placement | 771 | -1010
detailed placement | 771 | -1020
CTS | 1450 | -824
global route | 1560 | -860
finish | 1420 | -791
-- cells by family after synthesis --
family | synth area share
AND-OR/OR-AND | 0.0732
buffers and inverters | 0.0502
flip-flops | 0.682
multiplexers | 0.0682
AND/OR/NAND/NOR | 0.126
-- final timing paths --
check | start | endpoint | cells past startpoint
hold reg to reg | bit_counter[0]$_DFF_N_ | bit_counter[0]$_DFF_N_ | 2
hold / removal | bit_counter[0]$_DFF_N_ | bit_counter[0]$_DFF_N_ | 2
setup / recovery | control[4]$_DFFE_NP_ | ppu_addr_out[15] | 4
setup reg to reg | reading$_SDFFE_NP1P_ | chr_bank_0[3]$_DFFE_NP_ | 4
-- power by group --
part           internal, uW  leakage (uW)  switching, uW  total [uW]
sequential              579      0.000266           8.26         587
combinational          66.1      0.000474           44.7         111
clock                   383      0.000237            344         727
total                  1030      0.000977            397        1420
-- final cells by class --
class / instances / area (um^2) / share of cell area
tap: 102 / 128 / 0.0590
clock inverter: 33 / 136 / 0.0630
clock buffer: 9 / 115 / 0.0532
multi-input combinational: 47 / 490 / 0.227
inverter: 10 / 45.0 / 0.0208
sequential: 30 / 851 / 0.393
timing repair buffer: 45 / 398 / 0.184
-- worst max-delay path, stage by stage (launching register included) --
cell and delay (ps):
sky130_fd_sc_hd__edfxtp_1 420, sky130_fd_sc_hd__nand2_4 130, sky130_fd_sc_hd__buf_6 100, sky130_fd_sc_hd__mux2_4 290
sky130_fd_sc_hd__buf_2 110
-- repair_timing --
action                     in CTS  in global routing
buffers inserted                5                  3
pin swaps                      17                  5
resized                        69                  8
gates cloned                    0                  0
hold endpoints to repair        0                  0
hold buffers                    0                  0
setup endpoints to repair      44                 37
-- cell usage in the layout (no fill, tap or decap), types with 2 or more instances in the layout --
cell type                         Yosys  final
sky130_fd_sc_hd__inv_1               10     38
sky130_fd_sc_hd__edfxtp_1            25     25
sky130_fd_sc_hd__buf_4                0     17
sky130_fd_sc_hd__buf_6                1     12
sky130_fd_sc_hd__clkbuf_8             0      8
sky130_fd_sc_hd__buf_2                1      7
sky130_fd_sc_hd__mux2_4               2      6
sky130_fd_sc_hd__dfxtp_1              5      5
sky130_fd_sc_hd__clkdlybuf4s50_1      0      5
sky130_fd_sc_hd__a21oi_2              0      4
sky130_fd_sc_hd__dlygate4sd2_1        0      4
sky130_fd_sc_hd__o22ai_2              0      3
sky130_fd_sc_hd__nor4_4               0      3
sky130_fd_sc_hd__or2_2                2      2
sky130_fd_sc_hd__a31oi_1              2      2
sky130_fd_sc_hd__nor3b_1              3      2
sky130_fd_sc_hd__and3_1               2      2
sky130_fd_sc_hd__and2_1               3      2
sky130_fd_sc_hd__nand2_1              3      2
sky130_fd_sc_hd__clkinv_4             0      2
-- flip-flops by register name, summed over array words and instances, names as in the netlist --
register / count
chr_bank_1: 5
bit_commit: 1
prg_bank: 5
bit_counter: 4
control: 5
reading: 1
shift: 4
chr_bank_0: 5
-- per-layer routing --
layer,vias to the layer above,track usage,wire (um)
li1,496,-,-
met2,32,0.0741,1360
met1,442,0.0544,1170
met5,-,0,0
met3,6,0.0488,255
met4,0,0.0248,52
Power is estimated from default activity; no workload was simulated.
